==> /design/flow/design.v <==
module sigmoid #(
    parameter Q = 24,
    parameter N = 32
) (
    input [N-1:0] x,
    output [N-1:0] y
);
    localparam [N-1:0] T_1       = 32'b00000001000000000000000000000000;  
    localparam [N-1:0] T_2       = 32'b00000010000000000000000000000000;  
    localparam [N-1:0] T_3       = 32'b00000011000000000000000000000000;  
    localparam [N-1:0] T_4_5     = 32'b00000100100000000000000000000000;  
    localparam [N-1:0] T_8       = 32'b00001000000000000000000000000000;  
    localparam signed [N-1:0] SLOPE1    = 32'b00000000000000001010010100100111;  
    localparam signed [N-1:0] INTERCEPT1= 32'b00000000000001001100110011001101;  
    localparam signed [N-1:0] SLOPE2    = 32'b00000000000001100000111100111101;  
    localparam signed [N-1:0] INTERCEPT2= 32'b00000000000111010010110100100011;  
    localparam signed [N-1:0] SLOPE3    = 32'b00000000000100011101101100100011;  
    localparam signed [N-1:0] INTERCEPT3= 32'b00000000010000001000111110000110;  
    localparam signed [N-1:0] SLOPE4    = 32'b00000000001001011111111000110011;  
    localparam signed [N-1:0] INTERCEPT4= 32'b00000000011010001101010110100110;  
    localparam signed [N-1:0] SLOPE5    = 32'b00000000001111010010100010001101;  
    localparam signed [N-1:0] INTERCEPT5= 32'b00000000100000000000000000000000;  
    localparam signed [N-1:0] SLOPE6    = 32'b00000000001001011111111000110011;  
    localparam signed [N-1:0] INTERCEPT6= 32'b00000000100101110010101001011010;  
    localparam signed [N-1:0] SLOPE7    = 32'b00000000000100011101101100100011;  
    localparam signed [N-1:0] INTERCEPT7= 32'b00000000101111110111000001111010;  
    localparam signed [N-1:0] SLOPE8    = 32'b00000000000001100000111100111101;  
    localparam signed [N-1:0] INTERCEPT8= 32'b00000000111000101101001011011101;  
    localparam signed [N-1:0] SLOPE9    = 32'b00000000000000001010010100100111;  
    localparam signed [N-1:0] INTERCEPT9= 32'b00000000111110110011001100110011;  
    reg [N-1:0] slope;
    reg [N-1:0] intercept;
    wire [2*N-1:0] product;
    wire [N-1:0] product_trunc;
    wire [N-1:0] sum;
    wire ovr_mult, ovr_add;
    wire [N-2:0] x_mag = x[N-2:0];
    wire x_sign = x[N-1];
    always @(*) begin
        if (x_sign == 1'b1) begin   
            if (x_mag >= T_8[N-2:0]) begin   
                slope = 32'b00000000000000000000000000000000;   
                intercept = 32'b00000000000000000000000000000000;   
            end else if (x_mag >= T_4_5[N-2:0] && x_mag < T_8[N-2:0]) begin   
                slope = SLOPE1;
                intercept = INTERCEPT1;
            end else if (x_mag >= T_3[N-2:0] && x_mag < T_4_5[N-2:0]) begin   
                slope = SLOPE2;
                intercept = INTERCEPT2;
            end else if (x_mag >= T_2[N-2:0] && x_mag < T_3[N-2:0]) begin   
                slope = SLOPE3;
                intercept = INTERCEPT3;
            end else if (x_mag >= T_1[N-2:0] && x_mag < T_2[N-2:0]) begin   
                slope = SLOPE4;
                intercept = INTERCEPT4;
            end else begin   
                slope = SLOPE5;
                intercept = INTERCEPT5;
            end
        end else begin   
            if (x_mag >= T_8[N-2:0]) begin   
                slope = 32'b00000000000000000000000000000000;   
                intercept = 32'b00000001000000000000000000000000;   
            end else if (x_mag >= T_4_5[N-2:0] && x_mag < T_8[N-2:0]) begin   
                slope = SLOPE9;
                intercept = INTERCEPT9;
            end else if (x_mag >= T_3[N-2:0] && x_mag < T_4_5[N-2:0]) begin   
                slope = SLOPE8;
                intercept = INTERCEPT8;
            end else if (x_mag >= T_2[N-2:0] && x_mag < T_3[N-2:0]) begin   
                slope = SLOPE7;
                intercept = INTERCEPT7;
            end else if (x_mag >= T_1[N-2:0] && x_mag < T_2[N-2:0]) begin   
                slope = SLOPE6;
                intercept = INTERCEPT6;
            end else begin   
                slope = SLOPE5;
                intercept = INTERCEPT5;
            end
        end
    end
    qmult #(.Q(Q), .N(N)) mult (
        .i_multiplicand(x),
        .i_multiplier(slope),
        .o_result(product),
        .ovr(ovr_mult)
    );
    assign product_trunc = {product[2*N-1], product[Q+N-2:Q]};
    qadd #(.Q(Q), .N(N)) add (
        .a(product_trunc),
        .b(intercept),
        .c(sum),
        .ovr(ovr_add)
    );
    assign y = (x_sign == 1'b1 && x_mag >= T_8[N-2:0]) ? 32'b00000000000000000000000000000000 :   
               (x_sign == 1'b0 && x_mag >= T_8[N-2:0]) ? 32'b00000001000000000000000000000000 :   
               sum;
endmodule
module tanh #(
    parameter Q = 24,
    parameter N = 32
) (
    input [N-1:0] x,
    output [N-1:0] y
);
    localparam [N-1:0] TWO       = 32'b00000010000000000000000000000000;  
    localparam [N-1:0] ONE       = 32'b00000001000000000000000000000000;  
    localparam [N-1:0] NEG_ONE   = 32'b10000001000000000000000000000000;  
    wire [2*N-1:0] doubled_x;
    wire [N-1:0] sigmoid_result;
    wire [2*N-1:0] scaled_sigmoid;
    wire [N-1:0] final_result;
    qmult #(.Q(Q), .N(N)) double_mult (
        .i_multiplicand(x),
        .i_multiplier(TWO),
        .o_result(doubled_x), 
        .ovr()
    );
    sigmoid #(.Q(Q), .N(N)) sigmoid_inst (
        .x(doubled_x[N-1:0]), 
        .y(sigmoid_result)
    );
    qmult #(.Q(Q), .N(N)) scale_mult (
        .i_multiplicand(sigmoid_result),
        .i_multiplier(TWO),
        .o_result(scaled_sigmoid),
        .ovr()
    );
    qadd #(.Q(Q), .N(N)) subtr (
        .a(scaled_sigmoid[N-1:0]),
        .b(ONE),  
        .c(final_result),
        .ovr()
    );
    assign y = final_result[N-1] ? 
        {1'b1, final_result[N-2:0]} :   
        final_result;
endmodule
module qadd #(
	parameter Q = 15,
	parameter N = 32
	)
	(
    input [N-1:0] a,
    input [N-1:0] b,
    output [N-1:0] c,
    output ovr
    );
reg [N-1:0] res;
reg ovr_reg;
reg [N-1:0] sum_mag;
assign ovr = ovr_reg;
assign c = res;
always @(a,b) begin
    sum_mag = 0;
    ovr_reg = 0;
    res = 0;
	if(a[N-1] == b[N-1]) begin		
        sum_mag = a[N-2:0] + b[N-2:0];		
		res[N-2:0] = a[N-2:0] + b[N-2:0];	 	
		res[N-1] = a[N-1];				
        ovr_reg = sum_mag[N-1];
	    end												
	else if(a[N-1] == 0 && b[N-1] == 1) begin		
		if( a[N-2:0] > b[N-2:0] ) begin					
			res[N-2:0] = a[N-2:0] - b[N-2:0];			
			res[N-1] = 0;										
			end
		else begin												
			res[N-2:0] = b[N-2:0] - a[N-2:0];			
			if (res[N-2:0] == 0)
				res[N-1] = 0;										
			else
				res[N-1] = 1;										
			end
        ovr_reg = 0;
		end
	else begin												
		if( a[N-2:0] > b[N-2:0] ) begin					
			res[N-2:0] = a[N-2:0] - b[N-2:0];			
			if (res[N-2:0] == 0)
				res[N-1] = 0;										
			else
				res[N-1] = 1;										
			end
		else begin												
			res[N-2:0] = b[N-2:0] - a[N-2:0];			
			res[N-1] = 0;										
			end
        ovr_reg = 0;
		end
	end
endmodule
module qmult #(
    parameter Q = 24,
    parameter N = 32
) (
    input [N-1:0] i_multiplicand,
    input [N-1:0] i_multiplier,
    output [2*N-1:0] o_result,
    output reg ovr
);
    reg [2*N-2:0] magnitude_product;
    reg sign_bit;
    localparam THRESHOLD = ( (1 << (N-1)) - 1 ) << Q;
    always @(*) begin
        magnitude_product = i_multiplicand[N-2:0] * i_multiplier[N-2:0];
        sign_bit = i_multiplicand[N-1] ^ i_multiplier[N-1];
        ovr = (magnitude_product > THRESHOLD);
    end
    assign o_result = {sign_bit, magnitude_product};
endmodule
==> /design/flow/run.sh <==
#!/bin/bash
# OpenROAD 26Q1-2900-gdf79404cd8, Yosys 0.63+post, stock flow scripts
make -C /OpenROAD-flow-scripts/flow DESIGN_CONFIG=/design/flow/config.mk WORK_HOME=/design/flow/orfs finish
==> /design/flow/config.mk <==
export PLATFORM = sky130hd
export DESIGN_NAME = tanh
export DESIGN_NICKNAME = tanh
export VERILOG_FILES = /design/flow/design.v
export SDC_FILE = /design/flow/constraint.sdc
export NUM_CORES = 4
export LEC_CHECK = 1
export CORE_AREA = 10 10 70 70
export DIE_AREA = 0 0 80 80
==> /design/flow/constraint.sdc <==
current_design tanh

set clk_period 1.2
set clk_io_pct 0.2

create_clock -name clk0 -period $clk_period

set non_clock_inputs [all_inputs -no_clocks]
set_input_delay [expr $clk_period * $clk_io_pct] -clock clk0 $non_clock_inputs
set_output_delay [expr $clk_period * $clk_io_pct] -clock clk0 [all_outputs]
==> commit_impl_results.txt <==
Log flow metrics for this revision

* Post-synthesis adder-cell area fraction: 46.09%
* Die extent in y: 80 um
- In this run, distinct cell masters in the synthesized netlist total 69.
* First error message: [ERROR GPL-0301] Utilization 195.586 % exceeds 100%.
- The floorplan step records an initial core utilization of 164.4%.
- Per the synthesis report, the XOR/XNOR share of the synthesized area is 4.056%.
* Share of synthesized area occupied by flip-flops and latches: 0%
- For this run, the number of Yosys warnings is 3.
* Synthesized-area fraction occupied by ao, oa, aoi and oai cells: 18.88%
* Area reported by Yosys stat: 5614 um^2
* Mux share: 1.449%
* Floorplan row count: 21
- Average footprint of a synthesized cell: 8.125 um^2
* Stage reached: global placement without I/O
* Yosys stat cell total: 691
- Dominant non-sequential cell family after synthesis: adder cells
- Result of the run: did not finish
- After Yosys synthesis, and, or, nand and nor cells account for 15.49% of the synthesized area.
- Horizontal die dimension: 80 um
- Cell count after synthesis: 691
- Mapped cell area: 5614 um^2
[Yosys cell counts, drive strengths merged, types with 6 or more instances]
library cell	count	share of area, %
inv	125	8.4
ha	82	18
fa	78	28
a21oi	47	4.6
nand2	44	2.9
buf	39	4.7
nor2	39	2.6
o21ai	29	2.7
nand4	14	1.8
xnor2	14	2.2
clkbuf	13	0.87
and3	12	1.3
xor2	12	1.9
a21o	10	1.3
o211ai	10	1.3
nand2b	9	1.0
nand3	9	0.80
and2	8	0.94
o21bai	8	1.1
a211oi	7	1.0
mux2i	7	1.2
nor3	7	0.62
o31ai	6	1.0
[cell families after synthesis]
family,Yosys count
xor gates and xnor gates,26
adders and majority gates,160
buffers and inverters,177
other,2
AOI/OAI and AO/OA,151
and+or+nand+nor,167
muxes,8
