$ cat ./design.v
module qadd #(
	parameter Q = 15,
	parameter N = 32
	)
	(
    input [N-1:0] a,
    input [N-1:0] b,
    output [N-1:0] c,
    output ovr
    );
reg [N-1:0] res;
reg ovr_reg;
reg [N-1:0] sum_mag;
assign ovr = ovr_reg;
assign c = res;
always @(a,b) begin
    sum_mag = 0;
    ovr_reg = 0;
    res = 0;
	if(a[N-1] == b[N-1]) begin		
        sum_mag = a[N-2:0] + b[N-2:0];		
		res[N-2:0] = a[N-2:0] + b[N-2:0];	 	
		res[N-1] = a[N-1];				
        ovr_reg = sum_mag[N-1];
	    end												
	else if(a[N-1] == 0 && b[N-1] == 1) begin		
		if( a[N-2:0] > b[N-2:0] ) begin					
			res[N-2:0] = a[N-2:0] - b[N-2:0];			
			res[N-1] = 0;										
			end
		else begin												
			res[N-2:0] = b[N-2:0] - a[N-2:0];			
			if (res[N-2:0] == 0)
				res[N-1] = 0;										
			else
				res[N-1] = 1;										
			end
        ovr_reg = 0;
		end
	else begin												
		if( a[N-2:0] > b[N-2:0] ) begin					
			res[N-2:0] = a[N-2:0] - b[N-2:0];			
			if (res[N-2:0] == 0)
				res[N-1] = 0;										
			else
				res[N-1] = 1;										
			end
		else begin												
			res[N-2:0] = b[N-2:0] - a[N-2:0];			
			res[N-1] = 0;										
			end
        ovr_reg = 0;
		end
	end
endmodule
module qmac #(
    parameter Q = 5,       
    parameter N = 8        
) (
    input clk,              
    input reset,            
    input [N-1:0] a,        
    input [N-1:0] b,        
    output [2*N-1:0] result,
    output overflow
);
    reg [2*N-1:0] accumulator;
    wire [2*N-1:0] product;
    wire mult_overflow;
    wire [2*N-1:0] sum;
    wire add_overflow;
    qmult #(.Q(Q), .N(N)) multiplier (
        .i_multiplicand(a),
        .i_multiplier(b),
        .o_result(product),
        .ovr(mult_overflow)
    );
    qadd #(.Q(2*Q), .N(2*N)) adder (
        .a(accumulator),
        .b(product),
        .c(sum),
        .ovr(add_overflow)
    );
    always @(posedge clk or posedge reset) begin
        if (reset)
            accumulator <= 0;
        else
            accumulator <= sum;
    end
    assign result = accumulator;
    assign overflow = add_overflow;
endmodule
module qmult #(
    parameter Q = 24,
    parameter N = 32
) (
    input [N-1:0] i_multiplicand,
    input [N-1:0] i_multiplier,
    output [2*N-1:0] o_result,
    output reg ovr
);
    reg [2*N-2:0] magnitude_product;
    reg sign_bit;
    localparam THRESHOLD = ( (1 << (N-1)) - 1 ) << Q;
    always @(*) begin
        magnitude_product = i_multiplicand[N-2:0] * i_multiplier[N-2:0];
        sign_bit = i_multiplicand[N-1] ^ i_multiplier[N-1];
        ovr = (magnitude_product > THRESHOLD);
    end
    assign o_result = {sign_bit, magnitude_product};
endmodule
$ cat ./run.sh
#!/bin/bash
# OpenROAD 26Q1-2900-gdf79404cd8, Yosys 0.63+post, stock flow scripts
make -C /OpenROAD-flow-scripts/flow DESIGN_CONFIG=/design/flow/config.mk WORK_HOME=/design/flow/orfs finish
$ cat ./config.mk
export PLATFORM = sky130hd
export DESIGN_NAME = qmac
export DESIGN_NICKNAME = qmac
export VERILOG_FILES = /design/flow/design.v
export SDC_FILE = /design/flow/constraint.sdc
export NUM_CORES = 4
export LEC_CHECK = 1
export CORE_UTILIZATION = 30
$ cat ./constraint.sdc
current_design qmac

set clk_period 16.5
set clk_io_pct 0.2

create_clock -name clk0 -period $clk_period [get_ports {clk}]

set non_clock_inputs [all_inputs -no_clocks]
set_input_delay [expr $clk_period * $clk_io_pct] -clock clk0 $non_clock_inputs
set_output_delay [expr $clk_period * $clk_io_pct] -clock clk0 [all_outputs]
==> impl_table.tex <==
% Auto-generated results table
\begin{tabular}{lr}
\hline
Metric & Value \\
\hline
\multicolumn{2}{l}{\textbf{Final layout}} \\
Largest reg by FF count & accumulator \\
Utilization after layout & 34.8\% \\
Fraction of layout instances using a drive strength above 1 & 4.82\% \\
Filler cells & 1610 \\
Area overhead of the layout relative to synthesis & 12.4\% \\
Flip-flop count of the largest register after layout & 16 \\
Most used cells in the layout excluding fill and tap cells & 77 x inv\_1, 75 x ha\_1, 39 x a21oi\_1 \\
Largest registers & accumulator: 16 flops \\
Most frequent logic cell in the layout & inv\_1 \\
\multicolumn{2}{l}{\textbf{Die}} \\
Top-level port count & 35 \\
Die H & 127 µm \\
Die Area & 16200 µm² \\
Floorplan core density & 30.9\% \\
Row count & 45 \\
Placeable Area & 15300 µm² \\
Width of the die & 127 µm \\
\multicolumn{2}{l}{\textbf{Global route}} \\
Vias in the first global route & 3944 \\
Global-route wire length before repair & 20100 µm \\
Total track usage & 15.8\% \\
GRT Residual Overflow & 0 \\
Number of antenna violations at the first check in global routing & 0 \\
Pin count of the biggest net entering global routing & 17 \\
\multicolumn{2}{l}{\textbf{Logic synthesis}} \\
Dominant cells by area after synthesis & ha\_1 20\%, fa\_1 11\%, dfrtp\_1 8.5\%, inv\_1 6.1\%, xnor2\_1 5.0\% \\
Number of enable-type register cells in the synthesized netlist & 0 \\
Flops out of synthesis & 16 \\
Sequential share of the synthesized area & 8.48\% \\
Yosys chip area & 4720 µm² \\
Cell type with the largest total area after synthesis & ha\_1 \\
Prevailing post-synth register cell & dfrtp\_1 \\
Area fraction of the dominant cell type after synthesis & 19.9\% \\
Netlist Area Pre-Place & 4720 µm² \\
Post-synthesis cell type count & 78 \\
Count of instantiated cells in the yosys netlist & 581 \\
Share of async-settable or async-resettable flops after synthesis & 100\% \\
Syn Area/Cell & 8.13 µm² \\
Synthesis Warnings & 3 \\
Number of instances in the synthesized netlist & 581 \\
\multicolumn{2}{l}{\textbf{Clock tree}} \\
CTS Buffer Depth & 2 \\
CTS Sinks & 16 \\
CTS hold repair buffers & 0 \\
Deepest level of the CTS H-tree & 1 \\
Register clock-pin slew on the reported worst setup and hold paths & 0.06 ns \\
Number of gates resized after cts & 0 \\
Cell chosen for the clock root & clkbuf\_16 \\
Clock network latency to the later pin of the worst-skew pair & 0.25 ns \\
Clock tree from TritonCTS & built \\
Buffer count from post-CTS setup fixing & 0 \\
Number of CTS-inserted buffers & 3 \\
\multicolumn{2}{l}{\textbf{Final timing}} \\
RSZ-0062 raised after global routing & false \\
Period minus WS final & 13.03 ns \\
Setup slack of the critical path after layout & 3.47 ns \\
Pin slew with the least headroom to its limit & 0.668 ns \\
Final setup TNS & 0 ns \\
Relative slew slack & 55.4\% \\
Final setup violation count & 0 \\
Final critical-path share of the clock period & 79.0\% \\
Achievable Freq & 0.0767 GHz \\
Final hold viol count & 0 \\
Final Max Tran Viols & 0 \\
Clock skew after layout & 0.00290 ns \\
\multicolumn{2}{l}{\textbf{Hold path}} \\
Class of the worst hold path & flop to flop \\
\multicolumn{2}{l}{\textbf{Setup path}} \\
Data arrival time at the worst-slack endpoint & 9.73 ns \\
Worst path max stage delay & 0.58 ns \\
Maximum fanout along the worst path & 12 \\
Classification of the worst setup path & primary input to output port \\
Worst path buffer plus inverter count & 6 \\
Crit path DRT & 13.20 ns \\
Critical path's top delay family & adder cells \\
Type of origin of the critical path & primary input \\
Crit-path slowest cell & ha\_1 \\
CP Cell Sequence & clkdlybuf4s50\_1 > and2\_1 > fa\_1 > inv\_1 > fa\_1 > inv\_1 > fa\_1 > inv\_1 > fa\_1 > inv\_1 > ha\_1 > a21boi\_0 > o21ai\_0 > a21boi\_0 > o21a\_1 > o211a\_1 > a211o\_1 > ha\_1 > nor2\_1 > a311oi\_1 > nor2\_1 > o211a\_1 > clkdlybuf4s50\_1 \\
Nature of the critical path endpoint & output port \\
\multicolumn{2}{l}{\textbf{Placement}} \\
Count of buffers from port buffering & 34 \\
Post-Place Worst Slack & 3.47 ns \\
HPWL reported at the end of detailed placement & 9770 µm \\
Routability congestion estimate & 0.890 \\
\multicolumn{2}{l}{\textbf{Flow run}} \\
Tally of max-capacitance violations & 0 \\
OpenROAD warnings & 53 \\
\multicolumn{2}{l}{\textbf{Drt}} \\
Residual antenna-violating net count after detailed routing & 0 \\
Vias & 4092 \\
First-pass iteration count of the detailed router & 4 \\
First-iteration detailed-routing DRC count & 248 \\
DR WL/cell & 14.8 µm \\
Final wirelength & 12100 µm \\
Via density per instance & 5.03 \\
Diodes inserted & 0 \\
Post-route DRC violation count & 0 \\
\multicolumn{2}{l}{\textbf{Run status}} \\
Outcome & finished, final reports clean \\
\hline
\end{tabular}
-- layer usage --
metal | share of wire, % | global-route usage, % | vias up
li1 | - | - | 2068
met1 | 47 | 23.6 | 1933
met3 | 3.8 | 1.45 | 10
met4 | 1.7 | 2.31 | 0
met2 | 47 | 25.6 | 81
met5 | 0 | 0 | -
-- layout make-up --
type	count	area [µm²]	share of cell area [%]
multi-input combinational	468	3920	73.8
sequential	16	400	7.54
timing repair buffer	36	355	6.69
inverter	79	297	5.59
tap	211	264	4.97
clock buffer	3	75.1	1.41
-- worst register-to-register path, delay by kind of cell (launching register included) --
family	cells	cell delay, ns
flops	1	0.39
simple gates	2	0.57
buf+inv	1	0.06
fa+ha+maj	1	0.60
compound gates	6	1.62
-- cells in the mapped netlist (3+ instances only) --
cell type  number
o211a_1         3
nand4_1         4
xor2_1          8
inv_1          77
o21ai_1         3
and3_1          6
nor2b_1         7
nor3_1         17
buf_4           5
nor4_1          5
and2_1         37
fa_1           27
nor3b_1         4
clkbuf_1        6
nand3_1         9
a21o_1          7
o211ai_1        6
a21boi_1        3
buf_2           5
nor2_1         31
o21ai_0        20
o31ai_1         9
a211o_1         3
nand2b_1        3
xnor2_1        27
o21a_1          4
dfrtp_1        16
or3_1          11
a31oi_1         8
nand2_1        32
a211oi_1        4
a21oi_1        39
mux2i_1         6
ha_1           75
-- through the flow --
stage / instance area, µm² / std cells / hold slack, ns
floorplan: 4720 / 581 / 0.545
global placement: 5230 / 810 / 0.597
detailed placement: 5230 / 810 / 0.601
CTS: 5310 / 813 / 0.616
global route: 5310 / 813 / 0.656
finish: 5310 / 813 / 0.615
-- worst paths after layout --
path,cells past startpoint,slack [ns],to,from
max,23,3.47,overflow,b[3]
max reg2reg,10,13.18,accumulator[15]$_DFFE_PP0N_,accumulator[2]$_DFF_PP0_
min,2,0.61,accumulator[15]$_DFFE_PP0N_,accumulator[15]$_DFFE_PP0N_
min in group asynchronous,3,3.38,accumulator[13]$_DFF_PP0_,reset
max in group asynchronous,3,12.91,accumulator[5]$_DFF_PP0_,reset
min reg2reg,2,0.61,accumulator[15]$_DFFE_PP0N_,accumulator[15]$_DFFE_PP0N_
-- kinds of logic after synthesis --
family	synth area share (%)
compound gates	23.1
xor+xnor	6.84
fa+ha+maj	31.3
buf+inv	8.56
flops	8.48
mux	1.51
simple gates	20.2
